$ cat flow/run.sh
#!/bin/bash
# OpenROAD 26Q1-2900-gdf79404cd8, Yosys 0.63+post, stock flow scripts
make -C /OpenROAD-flow-scripts/flow DESIGN_CONFIG=/design/flow/config.mk WORK_HOME=/design/flow/orfs finish
$ cat flow/config.mk
export PLATFORM = sky130hd
export DESIGN_NAME = Debounce
export DESIGN_NICKNAME = Debounce
export VERILOG_FILES = /design/flow/design.v
export SDC_FILE = /design/flow/constraint.sdc
export NUM_CORES = 4
export LEC_CHECK = 1
export CORE_AREA = 10 10 70 70
export DIE_AREA = 0 0 80 80
$ cat flow/constraint.sdc
current_design Debounce

set clk_period 1.1
set clk_io_pct 0.2

create_clock -name clk0 -period $clk_period [get_ports {clk}]

set non_clock_inputs [all_inputs -no_clocks]
set_input_delay [expr $clk_period * $clk_io_pct] -clock clk0 $non_clock_inputs
set_output_delay [expr $clk_period * $clk_io_pct] -clock clk0 [all_outputs]
$ cat flow/design.v
module SSeg(input [3:0] bin, input neg, input enable, output reg [6:0] segs);
	always @(*)
		if (enable) begin
			if (neg) segs = 7'b011_1111;
			else begin
				case (bin)
					0: segs = 7'b100_0000;
					1: segs = 7'b111_1001;
					2: segs = 7'b010_0100;
					3: segs = 7'b011_0000;
					4: segs = 7'b001_1001;
					5: segs = 7'b001_0010;
					6: segs = 7'b000_0010;
					7: segs = 7'b111_1000;
					8: segs = 7'b000_0000;
					9: segs = 7'b001_1000;
					10: segs = 7'b000_1000;
					11: segs = 7'b000_0011;
					12: segs = 7'b100_0110;
					13: segs = 7'b010_0001;
					14: segs = 7'b000_0110;
					15: segs = 7'b000_1110;
				endcase
			end
		end
		else segs = 7'b111_1111;
endmodule
`timescale 1 ns / 100 ps
module Debounce(clk,signal,debounced_signal);
	input signal,clk;
	output reg debounced_signal;
    wire sync_signal;
	Synchroniser sync (.clk(clk),.signal(signal),.synchronized_signal(sync_signal));
   wire signal_changed = sync_signal ^ next;
	localparam max = {4{1'b1}};
	wire add = ~(counter == max);
	wire keep = ~add | (~signal_changed);
	reg[3:0] counter;
	always@(posedge clk) begin
	if(keep) counter <= 4'b0;
	else counter <= counter + 4'b1;
	end
	wire next;
	always@(posedge clk) begin
		if(counter == max) debounced_signal <= ~next;
		else debounced_signal <= debounced_signal;
	end
	assign next = debounced_signal;
endmodule
module Disp2cNum(input signed [7:0] x, input enable, output [6:0] H3,H2,H1,H0 );
	wire neg = (x<0);
	wire [7:0] ux = neg ? -x : x;
	wire [7:0] xo0,xo1,xo2,xo3;
	wire eno0,eno1,eno2,eno3;
	DispDec h0(ux,neg,enable,xo0,eno0,H0);
	DispDec h1(xo0,neg,eno0,xo1,eno1,H1);
	DispDec h2(xo1,neg,eno1,xo2,eno2,H2);
	DispDec h3(xo2,neg,eno2,xo3,eno3,H3);
endmodule
module DispDec(input [7:0] x, input neg,enable,output reg [7:0] xo, output reg eno,output [6:0] segs);
	wire [3:0] digit;
	wire n = (x == 1'b0 && neg == 1'b1) ? neg : 1'b0;
	assign digit = x%4'd10;
	SSeg converter (digit,n,enable,segs);
	always@(x) begin
		xo = x /8'd10;
	end
	always@(x or neg or enable or segs) begin
		if(x/10 == 0 && neg == 0)
		eno = 0;
		else eno = enable;
		if(segs == 7'b011_1111)
		eno = 0;
	end
endmodule
module DispHex(input [7:0] value, output [6:0] display0,display1);
	SSeg sseg0 (value[7:4],0,1,display0);
	SSeg sseg1 (value[3:0],0,1,display1);
endmodule
module Synchroniser(input clk,input signal,output reg synchronized_signal);
	reg meta;
	always @(posedge clk) begin
		meta <= signal;
		synchronized_signal <= meta;
	end
endmodule
==> out/metrics.cfg <==
[critical_path]
cp_num_buf_inv = 0
slowest_stage = dfxtp_1
crit_required_ns = 1.29
cp-start-kind = flip-flop
r2r-end = counter[0]
critPathMaxStageDelay_ns = 0.32
r2r_start = counter[0]
reg2reg_slack_ns = 0.03
crit_type = reg2reg
path_delay_family = simple AND/OR/NAND/NOR gates
arrival_ns = 1.26
endpoint_kind = flip-flop
cp_cell_sequence = ha_2 > and3_4 > or2_4 > nor2_1
r2r.worst_path.cells = 4
path_max_fanout = 3

[clock_tree]
cts-root-buf = clkbuf_4
clk_pin_slew_worst_paths_ns = 0.05
numCtsBuffers = 3
cts_num_sinks = 7
cts_buffer_depth = 2
clock_latency_ns = 0.25
hold_buffers = 0
cts_tree = yes
htreeDepth = 1

[run]
timing.max_cap.violations = 0
tool_warnings = 26

[logic_synthesis]
synthCells = 20
ys_seq_frac = 0.628
top_cells_by_area = dfxtp_1 (50%), edfxtp_1 (13%), xnor2_1 (7.3%)
synth.cell_area_sq_um = 239
yosysTopAreaCell = dfxtp_1
yosysChipArea_sq_um = 239
ys_cells = 20
ys_ff = 7
avgSynthCellArea_sq_um = 11.9
top_area_frac = 0.503
yosys.cell_types.count = 11
yosys_warnings = 2

[power_and_ir_drop]
p_per_area_nw_per_um2 = 1480
leakage_uw = 0.000138
p_total_uw = 545
peakVddDrop_uv = 294

[floorplan]
dieWidth_um = 80
core-area_sq_um = 3420
die-area_sq_um = 6400
rows = 21
ioPinCount = 3
die_h_um = 80
fp_util = 0.0700

[global_routing]
grt_pass1_vias = 146
antenna_found_initial = 0
grt_pass1_wl_um = 607
grt.total_usage = 0.0137
grt_max_degree = 5
gr-total-overflow = 0

[drt]
vias = 149
first_iter_violations = 4
drtAntennaViolNets = 0
insertedDiodeCount = 0
dr.pass1.iters = 2
totalWireLength_um = 386
wl_per_cell_um = 5.22
drc = 0
vias_per_cell = 2.01

[finish]
utilization = 0.108
area_delta_synth_final_pct = 54.5
drive_above_1_share = 0.429

[min_path]
hold_path_end = sync.synchronized_signal
hold_path.class = reg2reg
hold_path_startpoint = sync.meta
hold-path-cell-count = 0

[timing]
fin_crit_ns = 1.07
rsz0062_at_grt = yes
worst_pin_slew_ns = 0.155
fmax_ghz = 0.931
drv_slew = 0
finClkSkew_ns = 0.00115
max-slew-margin-rel = 0.897
setup_viol = 0
hold_viol = 0
finalClockPeriodUsage = 0.976
setup_ws_ns = 0.0261

[placement]
post-place-ws_ns = 0.0132
io_buffers = 2
place_congestion = 0.615

[run_status]
outcome = finished, final reports clean

## report_power, final
group | switching (uW) | internal (uW) | total (uW)
Clock | 91.6 | 138 | 230
Sequential | 8.68 | 273 | 282
Combinational | 14.0 | 19.9 | 33.9
## flip-flops by register name, indices dropped and copies added (netlist names)
| name | flops |
|---|---|
| counter | 4 |
| sync.meta | 1 |
| sync.synchronized_signal | 1 |
| debounced_signal | 1 |
## area by class of cell
type / count / area, sq um
clock buffer: 4 / 26.3
fill: 396 / 3050
inverter: 2 / 7.51
multi-input combinational: 11 / 93.8
sequential: 7 / 150
tap: 46 / 57.6
timing repair buffer: 4 / 33.8
## timing repair
action / CTS / global route
endpoints found under the setup margin: 2 / 3
pin swaps: 0 / 1
buffers inserted: 1 / 0
gates resized: 3 / 4
## worst register-to-register path, cell delays in order, from the launching register on
cell and delay (ns):
dfxtp_1 0.32, ha_2 0.19, and3_4 0.14, or2_4 0.27, nor2_1 0.10
## per-stage QoR
step | setup TNS (ns) | cell area, sq um | cells | hold slack [ns]
finish | 0 | 369 | 74 | 0.326
global placement | 0 | 324 | 69 | 0.320
floorplan | 0 | 239 | 20 | 0.248
CTS | 0 | 360 | 74 | 0.330
global route | -0.0820 | 369 | 74 | 0.338
detailed placement | 0 | 324 | 69 | 0.316
## cell usage in the layout (no fill, tap or decap)
cell,Yosys,layout
dfxtp_1,6,6
nand3_1,1,1
clkbuf_4,0,3
clkbuf_2,0,1
xor2_1,1,1
nor2_2,1,2
xnor2_2,0,1
xnor2_1,2,1
ha_2,0,1
clkdlybuf4s50_1,0,1
buf_4,0,1
buf_6,0,1
edfxtp_1,1,1
nor2_1,3,2
clkbuf_1,0,1
and3_4,1,1
inv_1,2,2
or2_4,1,1
## synth_stat cells (all sizes together)
cell and count:
inv 2, nor2 4, xnor2 2, xor2 1, nand3 1, and3 1
or2 1, edfxtp 1, ha 1, dfxtp 6
## logic make-up after synthesis
kind of cell | synth area share
and+or+nand+nor | 0.178
xor gates and xnor gates | 0.110
buffers and inverters | 0.0314
adders and majority gates | 0.0523
DFF | 0.628
## worst max path at each step
stage / start / end / cells past startpoint
finish: counter[0] / counter[0] / 4
global route: debounced_signal / counter[3] / 4
CTS: counter[0] / counter[3] / 4
## layer usage
metal / global-route usage / share of wire / vias up
li1: - / - / 78
met1: 0.0134 / 0.44 / 66
met2: 0.0136 / 0.37 / 5
met3: 0.0239 / 0.18 / 0
met4: 0.00176 / 0 / 0
met5: 0 / 0 / -
